==> design/flow/design.v <==
`timescale 1ns / 1ps
module Data_Mem(
    input      [31:0] WriteDataM,
    input      [31:0] ALUResultM,
    input             clk,
    input             MemWriteM,
    input             rst,
    output reg [31:0] ReadData
);
    reg [31:0] data_mem [255:0];    
    integer i;
    always @(*) begin                      
        ReadData = data_mem[ALUResultM];
    end
    always @(posedge clk) begin
        if (rst) begin
            for(i = 0; i < 255;i = i + 1) begin
                data_mem[i] <= 32'd0;
            end
        end else if (MemWriteM) begin
            data_mem[ALUResultM] <= WriteDataM; 
        end
    end    
endmodule
==> design/flow/run.sh <==
#!/bin/bash
# OpenROAD 26Q1-2900-gdf79404cd8, Yosys 0.63+post, stock flow scripts
make -C /OpenROAD-flow-scripts/flow DESIGN_CONFIG=/design/flow/config.mk WORK_HOME=/design/flow/orfs finish
==> design/flow/config.mk <==
export PLATFORM = sky130hd
export DESIGN_NAME = Data_Mem
export DESIGN_NICKNAME = Data_Mem
export VERILOG_FILES = /design/flow/design.v
export SDC_FILE = /design/flow/constraint.sdc
export NUM_CORES = 4
export LEC_CHECK = 1
export CORE_UTILIZATION = 30
export SYNTH_MEMORY_MAX_BITS = 65536
==> design/flow/constraint.sdc <==
current_design Data_Mem

set clk_period 72.0
set clk_io_pct 0.2

create_clock -name clk0 -period $clk_period [get_ports {clk}]

set non_clock_inputs [all_inputs -no_clocks]
set_input_delay [expr $clk_period * $clk_io_pct] -clock clk0 $non_clock_inputs
set_output_delay [expr $clk_period * $clk_io_pct] -clock clk0 [all_outputs]
==> flow_summary.ini <==
; yosys + openroad results
[clocking]
ctsHoldBuffers = 0
clockBufferDepth = 4
post_cts_buffers = 0
cts_buffers = 827
path_clk_slew_ps = 60
tritoncts = done
cts-root-buf = clkbuf_16
cts_max_level = 6
cts.sinks = 8192
cts-resized-gates = 0

[floorplanning]
num_rows = 406
die_y_um = 1110
die.size.x_um = 1110
pin_count = 99
core-area_mm2 = 1.22
die-area_mm2 = 1.23
initCoreUtil_pct = 30.1

[timing]
slew_violations = 0
worst_pin_slew_ps = 1130
final-setup-viol-count = 0
fin_setup_tns_ps = 0
final_hold_viol_count = 0
min_period_ps = 36540
worst_slew_margin_rel_pct = 24.4
finalCritPeriodShare_pct = 50.7
timing.fmax_mhz = 27.4
rsz0062_at_grt = no

[worst_setup_path]
max_stage_delay_ps = 710
crit_chain = buf_16 > buf_12 > buf_4 > buf_4 > buf_4 > buf_4 > buf_4 > buf_4 > mux4_2 > a22oi_1 > a21oi_1 > o41ai_4 > buf_4 > nand4_1 > clkdlybuf4s50_1
cp_max_fo = 73
path_common_cell = buf_4
worstSetupPathType = in -> out
crit_slowest_cell = nand4_1
endpoint_kind = primary output
crit_required_ps = 57600
cp-start-kind = primary input
cp.arrival_ps = 22140

[synth]
edf_count = 8192
ys_ff = 8192
syn_area_mm2 = 0.368
ys_seq_share_pct = 66.9
top_cells_by_area = edfxtp_1, and2_1, mux4_2
async_reset_ff_share_pct = 0
top_area_share_pct = 66.9
synthCells = 23154
synth_area_per_cell_um2 = 15.9
synth.distinct_cells = 22
yosys_area_mm2 = 0.368
netlist_top_cells_count = edfxtp_1, and2_1, clkbuf_1
ys.flop_type = edfxtp_1
synth_warnings = 1
top_cell = edfxtp_1
yosysCellCount = 23154
top_area_cell = edfxtp_1

[pwr]
seqPwrFrac_pct = 52.8
p_switching_mw = 2.43
power.leakage_nw = 139
switching_share_pct = 23.1
p_int_mw = 8.05
power_per_cell_area_mw_per_mm2 = 25.2
power_mw = 10.5
max-vdd-ir-drop_mv = 0.0323
pwr-share-clk_pct = 39.7
pwr-share-comb_pct = 7.5

[placement]
portBuffers = 74
dpl.hpwl_um = 673000
place_congestion = 0.888
place_inst = 38233

[final_layout]
largest_reg_flops = 8192
syn2layout_area_growth_pct = 13.1
drive_gt1_share_pct = 21.1
nFillCells = 112871
reg_top3 = data_mem x8192
final-comb-area_mm2 = 0.114
fin_cells = 39814
regMostFlops = data_mem
regArea_mm2 = 0.246

[hold_path]
hp-class = in -> reg
min_delay_path_depth = 1
hp-start = WriteDataM[3]
hold_end = data_mem[255][3]$_DFFE_PP_

[job]
warnings = 56
maxCapViolCount = 0

[grt]
grtUsageTotal_pct = 19.5
grt_pass1_wl_um = 1600000
grt_pass1_vias = 214699
globalRoute.totalOverflow = 0
antenna_found_initial = 63
grt_max_degree = 109

[drt]
routedWlPerCell_um = 28.5
dr.pass1.iters = 8
viasPerCell = 4.95
drcViolationCount = 0
routed_wl_um = 1140000
vias = 197215
antenna_left = 0
drtIter0Drc = 11899

[outcome]
status = finished, final reports clean
stage by stage:
step	utilization, %	hold slack [ps]	setup slack (ps)	area, µm²
floorplan	-	14500	41270	368000
global placement	31.9	14880	35170	390000
detailed placement	31.9	14880	35160	390000
CTS	34.0	13590	35160	416000
global route	34.0	13640	34860	416000
finish	34.0	13690	35460	416000
per-layer routing:
| layer | routed length, µm | GRT usage [%] | part of all wire, % | vias up |
|---|---|---|---|---|
| li1 | - | - | - | 85022 |
| met2 | 531000 | 29.5 | 47 | 11505 |
| met3 | 189000 | 14.6 | 17 | 2089 |
| met4 | 71300 | 9.63 | 6.3 | 80 |
| met1 | 344000 | 19.6 | 30 | 98519 |
| met5 | 2430 | 1.39 | 0.21 | - |
worst max-delay path, delay by kind of cell:
family / cells / cell delay, ps
compound gates: 3 / 1300
mux: 1 / 570
simple gates: 1 / 710
buf+inv: 10 / 4910
layout make-up:
type / instances / share of cell area (%)
clock buffer: 1052 / 5.26
clock inverter: 468 / 0.917
tap: 16320 / 4.91
antenna: 61 / 0.0367
sequential: 8192 / 59.2
multi-input combinational: 12480 / 27.3
timing repair buffer: 1241 / 2.39
worst max-delay path by stage:
stage / start / endpoint / slack, ps / cells past startpoint
final: ALUResultM[0] / ReadData[2] / 35460 / 15
after global routing: ALUResultM[0] / ReadData[0] / 34860 / 15
after CTS: ALUResultM[0] / ReadData[0] / 35160 / 15
cells by family after synthesis:
logic type	Yosys count	share of synthesized area (%)
compound gates	1664	3.09
buf+inv	2482	2.73
flops	8192	66.9
mux	2048	12.5
simple gates	8768	14.7
power by group through the flow:
| stage | logic, mW | registers (mW) | clock network (mW) |
|---|---|---|---|
| after global routing | 0.825 | 5.55 | 4.38 |
| final | 0.787 | 5.53 | 4.16 |
| after CTS | 0.792 | 5.53 | 4.22 |
placed cells by master, fill, tap and decap left out, types with 136 or more instances in the layout:
cell,n
and2_1,8161
edfxtp_1,8192
clkbuf_1,209
a21oi_1,512
clkinv_2,136
clkinv_1,224
buf_4,1148
or2_2,256
a22oi_1,1024
clkbuf_16,843
mux4_2,2048
nor2_2,243
Power and IR drop assume default switching activity.
