$ cat ./run.sh
#!/bin/bash
# OpenROAD 26Q1-2900-gdf79404cd8, Yosys 0.63+post, stock flow scripts
make -C /OpenROAD-flow-scripts/flow DESIGN_CONFIG=/design/flow/config.mk WORK_HOME=/design/flow/orfs finish
$ cat ./config.mk
export PLATFORM = sky130hd
export DESIGN_NAME = RegFile
export DESIGN_NICKNAME = RegFile
export VERILOG_FILES = /design/flow/design.v
export SDC_FILE = /design/flow/constraint.sdc
export NUM_CORES = 4
export LEC_CHECK = 1
export CORE_UTILIZATION = 30
$ cat ./constraint.sdc
current_design RegFile

set clk_period 6.5
set clk_io_pct 0.2

create_clock -name clk0 -period $clk_period [get_ports {clk}]

set non_clock_inputs [all_inputs -no_clocks]
set_input_delay [expr $clk_period * $clk_io_pct] -clock clk0 $non_clock_inputs
set_output_delay [expr $clk_period * $clk_io_pct] -clock clk0 [all_outputs]
$ cat ./design.v
`timescale 1ns / 1ps
module RegFile(
    input            clk, 
    input            rst,
    input            RegWriteW,
    input      [4:0] A1,
    input      [4:0] A2,
    input      [4:0] RdW,          
    input      [31:0] ResultW,
    output reg [31:0] RD1, RD2,
    output reg [31:0] checkx1,   
    output reg [31:0] checkx2,
    output reg [31:0] checkx3,
    output reg [31:0] checkx4,
    output reg [31:0] checkx5,
    output reg [31:0] checkx6
    );
    reg [31:0] registers [31:0];
    integer i;
    always @(*) begin
            registers[28] = 32'd6;
            registers[22] = 32'd4;
            registers[18] = 32'd6;
            registers[1] = 32'd6;
            registers[2] = 32'd6;
            registers[3] = 32'd6;
            registers[4] = 32'd6;
            registers[5] = 32'd6;
            registers[6] = 32'd6;
            registers[7] = 32'd6;
            registers[8] = 32'd6;
            registers[9] = 32'd6;
            registers[10] = 32'd6;
            registers[11] = 32'd6;
            registers[12] = 32'd6;
            registers[13] = 32'd6;
            registers[14] = 32'd6;
            registers[15] = 32'd6;
            registers[16] = 32'd6;
            registers[17] = 32'd6;
            registers[19] = 32'd6;
            registers[20] = 32'd6;
            registers[21] = 32'd6;
            registers[29] = 32'd6;
            registers[23] = 32'd6;
            registers[24] = 32'd6;
            registers[25] = 32'd6;
            registers[26] = 32'd6;
            registers[27] = 32'd6;
            RD1 = registers[A1];
            RD2 = registers[A2];
            checkx1 = registers[1];
            checkx2 = registers[2];
            checkx3 = registers[3];
            checkx4 = registers[19];
            checkx5 = registers[5];
            checkx6 = registers[6];
        end
   always @(negedge clk) begin
            if (rst) begin
                for(i = 0; i < 32;i = i + 1) begin
                    registers[i] <= 32'd0;
                end
            end else if (RegWriteW && (|RdW)) begin     
                registers[RdW] <= ResultW;
            end
        end
endmodule
==> flow_summary.yaml <==
# flow metrics
clock_network:
  cts_buffers: 9
  clk_pin_slew_ns: 0.03
  clock_path_buffers: 2
  ctsRootBufferMaster: "clkbuf_16"
  postCtsResizedCells: 0
  cts_hold_buf: 0
  worst_skew_pair.late_latency_ns: 0.40
  cts_tree: "done"
  htree_levels: 3
  postCtsSetupBuffers: 0
  cts_sinks: 96
finish:
  final_util_pct: 37.5
  fillers: 2087
  seq_area_mm2: 0.00192
  stdcell_area_mm2: 0.00768
  fin_cells: 1139
  area_growth_pct: 21.1
  regMostFlops: "registers"
  largest_register_ffs: 96
  comb_area_mm2: 0.00348
  reg.largest.list: "registers x96"
  final_common_cell: "conb_1"
  drive_gt1_share_pct: 4.37
  final_cell_mix: "conb_1 (192), mux2i_1 (124), clkdlybuf4s50_1 (110)"
synthesis:
  synth_top_area_share_pct: 30.3
  ys_chip_area_mm2: 0.00634
  flop_cell: "dfxtp_1"
  synth_top_cell_by_area: "dfxtp_1"
  yosysSeqAreaShare_pct: 30.3
  top_cells_by_area: "dfxtp_1 (30%), buf_4 (23%), mux2i_1 (20%)"
  edf_count: 0
  ys_types: 31
  yosys_warnings: 2
  synth_area_per_cell_um2: 9.39
  synth_flops: 96
  async_flop_share_pct: 0
  postSynthCellCount: 675
  synth_area_mm2: 0.00634
  ys_cells: 675
grt:
  antenna_found_initial: 0
  grt_overflow: 0
  grt_pass1_wl_mm: 22.1
  grt.total_usage_pct: 13.4
  first_global_vias: 4244
  grt_max_degree: 48
run:
  cap_violations: 0
  warnings: 121
timing:
  holdWs_ns: 0.460
  setup_viol: 0
  grt_setup_unrepaired: "false"
  skew_ns: 0
  drv_slew: 0
  hold_violations: 0
  relSlewSlack_pct: 53.9
  worst_slack_ns: 0.290
  worstMarginPinSlew_ns: 0.690
  tns_ns: 0
placement:
  portBuffers: 113
  preCtsSetupSlack_ns: 0.373
  place.gp.congestion: 0.766
  place_area_mm2: 0.00700
  dp_cells: 1028
  dp_hpwl_mm: 9.69
critical_path:
  critPathLaunchType: "register"
  crit_required_ns: 5.20
  path_class: "register to output pin"
  cp-end-kind: "output pin"
  arrival_ns: 4.91
  crit_path_max_fanout: 3
power:
  ir_drop_mv: 0.156
  p_total_mw: 1.50
  powerDensity_mw_per_mm2: 195
  power.leakage_nw: 3.56
floorplan:
  fp_util_pct: 30.9
  dieArea_mm2: 0.0217
  core-area_mm2: 0.0205
  rows: 52
  die.size.y_um: 147
  die_w_um: 147
  ioPinCount: 306
route:
  drt_first_pass_iters: 4
  via_per_inst: 4.01
  antenna_left: 0
  post-route-drc-count: 0
  route.vias.total: 4572
  n_antenna_cell: 0
  routedWlPerCell_um: 12.9
  drtIter0Drc: 142
  wl_mm: 14.7
outcome:
  run_status: "completed"
min_path:
  hp-class: "register to register"
## power by group
| part | switching (mW) | internal, mW | leakage [nW] | total, mW |
|---|---|---|---|---|
| clock network | 0.376 | 0.415 | 0.666 | 0.791 |
| logic | 0.0517 | 0.0561 | 2.12 | 0.108 |
| registers | 0.00208 | 0.597 | 0.773 | 0.599 |
## path summary, 6_finish.rpt
path	startpoint	endpoint	slack (ns)	depth (start not counted)
setup / recovery	registers[30][1]$_SDFFE_NP0P_	RD2[1]	0.29	4
hold / removal	registers[0][2]$_SDFFE_NP0P_	registers[0][2]$_SDFFE_NP0P_	0.46	2
setup reg to reg	registers[30][28]$_SDFFE_NP0P_	registers[30][28]$_SDFFE_NP0P_	5.88	2
hold reg to reg	registers[0][2]$_SDFFE_NP0P_	registers[0][2]$_SDFFE_NP0P_	0.46	2
## worst max-delay path, stage by stage, from the launching register on
cell and delay [ns]:
dfxtp_1 0.35, a21oi_1 0.08, a31oi_1 0.17, a2bb2oi_1 0.18
clkdlybuf4s50_1 0.47
## layout make-up
class	count	area share [%]
Multi-Input combinational cell	532	45.4
Sequential cell	96	25.0
Timing Repair Buffer	126	16.2
Clock inverter	103	5.92
Tap cell	270	4.40
Clock buffer	9	2.93
Inverter	3	0.147
## Yosys cell counts (3+ instances only)
cell and number:
a21oi_1 4, buf_1 7, buf_2 12, buf_4 192
buf_6 4, clkbuf_1 18, dfxtp_1 96, inv_1 4
mux2i_1 124, nand2b_1 96, nand3_1 3, nor2b_1 32
o2bb2ai_1 59
## metal layers
metal	up-vias	global-route usage, %	share of wire, %	wire length, um
li1	2285	-	-	-
met1	2075	18.3	45	6630
met2	199	19.7	46	6710
met3	13	5.29	8.1	1190
met4	0	4.12	0.97	143
met5	-	0	0	0
## cells by family (layout without fill, tap and decap cells)
| logic type | after synthesis | after routing | share of synthesized area [%] |
|---|---|---|---|
| flip-flops | 96 | 96 | 30.3 |
| other | 2 | 192 | 0.119 |
| buffers and inverters | 237 | 241 | 26.1 |
| multiplexers | 124 | 124 | 19.6 |
| AND-OR/OR-AND | 70 | 70 | 9.44 |
| AND/OR/NAND/NOR | 146 | 146 | 14.4 |
Power figures rest on the tool's default switching activity, not on a simulated workload.
