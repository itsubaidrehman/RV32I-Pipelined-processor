==> flow/run.sh <==
#!/bin/bash
# OpenROAD 26Q1-2900-gdf79404cd8, Yosys 0.63+post, stock flow scripts
make -C /OpenROAD-flow-scripts/flow DESIGN_CONFIG=/design/flow/config.mk WORK_HOME=/design/flow/orfs finish
==> flow/config.mk <==
export PLATFORM = sky130hd
export DESIGN_NAME = InstrMem
export DESIGN_NICKNAME = InstrMem
export VERILOG_FILES = /design/flow/design.v
export SDC_FILE = /design/flow/constraint.sdc
export NUM_CORES = 4
export LEC_CHECK = 1
export CORE_AREA = 10 10 70 70
export DIE_AREA = 0 0 80 80
export SYNTH_MEMORY_MAX_BITS = 65536
==> flow/constraint.sdc <==
current_design InstrMem

set clk_period 1.8
set clk_io_pct 0.2

create_clock -name clk0 -period $clk_period

set non_clock_inputs [all_inputs -no_clocks]
set_input_delay [expr $clk_period * $clk_io_pct] -clock clk0 $non_clock_inputs
set_output_delay [expr $clk_period * $clk_io_pct] -clock clk0 [all_outputs]
==> flow/design.v <==
`timescale 1ns / 1ps
module InstrMem (
  input wire rst,
  input wire [31:0] PCF,
  output reg [31:0] instr
    );
    reg [31:0] instr_mem_reg [255:0];   
    always @(*)
      begin
        if (rst)
        instr = 0;
        else
        instr = instr_mem_reg[PCF[31:2]];
      end
          initial
            begin
            instr_mem_reg[0] <= 32'h01450513;   
            instr_mem_reg[1] <= 32'h01498933;   
            instr_mem_reg[2] <= 32'h00a58593;   
            instr_mem_reg[3] <= 32'h00060613;   
            instr_mem_reg[4] <= 32'h00068693;   
            instr_mem_reg[5] <= 32'h00170713;   
            instr_mem_reg[6] <= 32'h01f78793;   
            instr_mem_reg[7] <= 32'h02d61c63;   
            instr_mem_reg[8] <= 32'h40b508b3;   
            instr_mem_reg[9] <= 32'h00f8d8b3;
            instr_mem_reg[10] <= 32'h00e8c8b3;
            instr_mem_reg[11] <= 32'h00d89a63;
            instr_mem_reg[12] <= 32'h00a68833;
            instr_mem_reg[13] <= 32'h00b68533;
            end
endmodule
==> GITHUB_STEP_SUMMARY <==
## PnR job results

| Metric | Value |
|---|---|
| Distinct lib cells | 31 |
| DR WL/cell | 12.9 um |
| Synth area leader | ha_1 |
| Gr usage total | 6.91% |
| Log Warnings | 68 |
| CP Max Fanout | 3 |
| Top cells, area | ha_1 16%, buf_4 15%, nor2_1 9.3% |
| Status | complete, no violations |
| Dpl cells | 171 |
| Gate Count Post-Synth | 83 |
| Maxcap violations | 0 |
| Hold path depth | 4 |
| Pwr per Cell Area | 211 nW/um^2 |
| Required time of the critical path | 1.44 ns |
| WHS | 1.17 ns |
| Most frequent cells after synthesis | 14 x nor2_1, 11 x buf_4, 7 x a21oi_1, 7 x ha_1, 6 x inv_1 |
| Yosys warning tally | 1 |
| Fin. max-slew vios | 0 |
| # IOs | 65 |
| Source of the worst hold timing path | PCF[5] |
| Leakage power | 0.000635 uW |
| Worst slack, placed | -0.857 ns |
| Layout area overhead | 124% |
| Top-count cell post-synth | nor2_1 |
| Router iterations before antenna repair | 4 |
| Share of cells above drive strength 1 | 52.5% |
| HPWL Detailed | 1620 um |
| Final Setup Violations | 0 |
| Flops | 0 |
| Worst VDD drop | 0.0733 mV |
| Comb area leader | simple AND/OR/NAND/NOR gates |
| Crit path capture type | output port |
| XOR Share, Synth | 3.11% |
| Max stage delay on crit path | 0.46 ns |
| Synth Area in Adders | 15.6% |
| Hold_buf cts | 0 |
| CLK BUF | 0 |
| Total power | 266 uW |
| Synthesis area per yosys | 563 um^2 |
| Core area | 3420 um^2 |
| First-pass GRT wire length | 3770 um |
| # Cells Yosys | 83 |
| Vias per std cell | 4.06 |
| Pin count of the biggest net entering global routing | 13 |
| Vias | 751 |
| Row cnt | 21 |
| Initial antenna violation count | 0 |
| Floorplan utilization | 16.5% |
| WP data arrival | 1.40 ns |
| Slowest stage cell, crit path | clkdlybuf4s50_1 |
| Register area share after synthesis | 0% |
| Top-area cell share | 15.6% |
| CP Buf/Inv Count | 3 |
| CP Cell Sequence | buf_4, inv_4, ha_4, and3_4, clkdlybuf4s50_1 |
| Layout Cells excl Fill | 185 |
| Initial DRC count | 14 |
| Max Fclk | 0.568 GHz |
| Stages on worst setup path | 5 |
| FF+latch area | 0 um^2 |
| Final Hold Fails | 0 |
| Final Wtd Congestion | 0.830 |
| N_diodes | 0 |
| Min setup slack post-route | 0.0391 ns |
| Top Family by Delay on Critical Path | buffers and inverters |
| Hold endpoint | instr[15] |
| RSZ-0062 raised after global routing | yes |
| Period utilization | 97.8% |
| Final Critical Period | 1.76 ns |
| I/O Buffers | 29 |
| Antenna-violating nets left | 0 |
| Startpoint Class | input port |
| Die area | 6400 um^2 |
| AND/OR/NAND/NOR Cells, Area Fraction | 27.1% |
| Avg Cell Area, Syn | 6.78 um^2 |
| Area fraction in mux cells | 1.78% |
| Via count of the first global-routing pass | 791 |
| Routed WL | 2390 um |
| Worst Hold Class | input port to output port |
| GRT Residual Overflow | 0 |
| Drt drc | 0 |
| Compound Share, Synth | 25.8% |
| Die height | 80 um |
| Post-Syn Area | 563 um^2 |
| Critical path class | input port to output port |
| Die X | 80 um |
## per-layer routing
metal	global-route usage (%)	wire, um
met1	8.79	1090
met2	12.4	1160
met3	1.25	131
met4	0	0
met5	0	0
## power breakdown
| group | leakage (uW) | total, uW | internal [uW] | switching, uW |
|---|---|---|---|---|
| combinational | 0.000635 | 266 | 156 | 110 |
| sequential | 0 | 0 | 0 | 0 |
| clock | 0 | 0 | 0 | 0 |
## final cells by class
class / instances / area (um^2)
fill: 342 / 2150
inverter: 6 / 31.3
multi-input combinational: 69 / 604
tap: 46 / 57.6
timing repair buffer: 64 / 571
## tightest hold or removal path, delay by kind of cell
family          cells  cell delay, ns
buf+inv             3            0.36
compound gates      1            0.09
## cells by family after synthesis
family | after synthesis
fa+ha+maj | 7
compound gates | 21
other cells | 1
buf+inv | 21
mux | 1
simple gates | 30
xor+xnor | 2
## cell usage in the layout, fill, tap and decap left out, types with 2 or more instances in the layout
master,Yosys,final
a211oi_2,1,2
nor3_2,0,2
buf_4,11,31
dlygate4sd2_1,0,14
and2_4,0,2
a21oi_2,0,2
clkdlybuf4s50_1,0,3
buf_6,1,4
nor2_1,14,12
inv_4,0,2
ha_2,0,3
a21oi_1,7,5
buf_12,1,2
buf_2,2,3
ha_4,0,3
nand2_1,3,3
conb_1,1,8
clkdlybuf4s15_1,0,3
nor2b_4,1,2
inv_1,6,2
o21ai_1,0,2
clkbuf_2,0,2
## how the worst max path moves through the flow
stage	from	to	slack, ns
5_1_grt	PCF[2]	instr[9]	-0.04
4_1_cts	PCF[2]	instr[6]	-0.004
6_report	PCF[2]	instr[14]	0.04
## through the flow
step                      setup TNS [ns]  util, %  cell area, um^2
after floorplan                        0        -              589
final                                  0     37.0             1260
after detailed placement          -15.25     29.2              996
after CTS                       -0.00403     35.1             1200
after global placement            -14.99     29.2              996
after global routing             -0.0809     37.0             1260
## repair_timing
item                                    in CTS  in global routing
pin swaps                                   14                  7
endpoints found under the setup margin      24                 15
resized                                     77                 23
setup buffers                               10                  4
gates cloned                                 1                  0
No activity file was given, so power comes from the tool's default toggle rates.
